==> flow/design.v <==
module dec7seg(
    input [1:0] A,     
    output reg [6:0] Y     
);
    always @(*) begin
        case (A)
            2'b00: Y <= 7'b1111110;  
            2'b01: Y <= 7'b0110000;  
            2'b10: Y <= 7'b1101101;  
            2'b11: Y <= 7'b0000000;  
            default: Y <= 7'b0000000;  
        endcase
    end
endmodule
module exibeSeq(
    output reg [6:0] display,
    input wire [15:0][1:0] seq,
    input clk,
    input wire [3:0] externalCounter
);
    reg [3:0] internalCounter;
    always @(posedge clk) begin
        if (internalCounter < externalCounter) begin
            internalCounter <= internalCounter + 1'b1;
        end
        else begin
            internalCounter <= 4'hF;  
        end
    end
    dec7seg dec1(.Y(display), .A(seq[internalCounter]));
endmodule
module button_press_detector (
    input wire rst,         
    input wire button1,     
    input wire button2,     
    input wire button3,     
    output reg [1:0] button_id,   
    output reg button_pressed    
);
    reg button1_prev, button2_prev, button3_prev;  
    always @(*) begin
        if (rst) begin
            button1_prev <= 1'b1; 
            button2_prev <= 1'b1;
            button3_prev <= 1'b1;
            button_id <= 2'b00; 
            button_pressed <= 1'b0; 
        end else begin
            button1_prev <= button1;
            button2_prev <= button2;
            button3_prev <= button3;
            if (button1_prev == 1'b1 && button1 == 1'b0) begin
                button_id <= 2'b00;    
                button_pressed <= 1'b1;
            end else if (button2_prev == 1'b1 && button2 == 1'b0) begin
                button_id <= 2'b01;     
                button_pressed <= 1'b1;
            end else if (button3_prev == 1'b1 && button3 == 1'b0) begin
                button_id <= 2'b10;     
                button_pressed <= 1'b1;
            end else begin
                button_id <= 2'b11;     
                button_pressed <= 1'b0; 
            end
        end
    end
endmodule
module compare_button(
    input [1:0] button_id,
    input [15:0] [1:0] seq,
    input [3:0] count,
    input button_pressed,
    input rst,
    output reg match
);
    reg [1:0] current_value;
    always@(*) begin
        current_value <= seq[count];
        if(button_id == current_value && button_pressed == 1) begin
            match = 1'b1;
        end
        else begin
            match = 1'b0;
        end
    end
endmodule
module counter_4bits (
    input clk,            
    input increment,         
    input reset,              
    output reg [3:0] count    
);
    always @(posedge clk) begin
        if (reset) begin
            count <= 4'b0000;  
        end 
        else if (increment) begin
            if (count < 4'b1110) begin 
                count <= count + 4'b0001; 
            end
        end
    end
endmodule
module check_sequentially_is_over (
    input [3:0] count,      
    output reg game_end     
);
    always @(*) begin
        if (count == 4'hE) 
            game_end = 1'b1; 
        else
            game_end = 1'b0; 
    end
endmodule
module check_button_sequentially(
    input [3:0] count,
    input [3:0] current_value,
    output reg seq_end
);
    always @(*) begin
        if (count == current_value) 
            seq_end = 1'b1; 
        else
            seq_end = 1'b0; 
    end
endmodule
module game_win(
    input [3:0] seqAtual,
    output reg game_win
);
    always@(*) begin
        if(seqAtual == 4'b1110)begin
            game_win = 1'b1;
        end
        else begin
            game_win = 1'b0;
        end
    end
endmodule
module game_over_module(
    input[3:0] seqAtual,
    input[3:0] seqCorreta,
    output reg game_over
);
    always@(*) begin
        if(seqAtual != seqCorreta)begin
            game_over = 1'b1;
        end
        else begin
            game_over = 1'b0;
        end
    end
endmodule
module finite_state_machine(
    input clk, 
    input rst, 
    input [2:0] botoes,
    output [6:0] display
);
    reg [2:0] state;
    reg match;
    reg [2:0] next_state;
    reg seq_end;
    reg game_end;
    reg [3:0] external_counter;
    reg [3:0] btn_counter;
    wire btn_pressed;
    wire [1:0] button_id;
    wire [15:0][1:0] seq;   
    wire button_pressed;
    assign seq[0] = 2'b00;
    assign seq[1] = 2'b01;
    assign seq[2] = 2'b10;
    assign seq[3] = 2'b01;
    assign seq[4] = 2'b00;
    assign seq[5] = 2'b01;
    assign seq[6] = 2'b10;
    assign seq[7] = 2'b01;
    assign seq[8] = 2'b00;
    assign seq[9] = 2'b01;
    assign seq[10] = 2'b10;
    assign seq[11] = 2'b01;
    assign seq[12] = 2'b00;
    assign seq[13] = 2'b01;
    assign seq[14] = 2'b10;
    assign seq[15] = 2'b11;
    parameter gerarSeqLeds = 3'b000,
              exibeSeqLeds = 3'b001,
              esperarBtn = 3'b010,
              compararBtn = 3'b011,
              verificarSeqFim = 3'b100,
              gameWin = 3'b101,
              gameOver = 3'b110,
              intermediario8 = 3'b111;
    always @(posedge clk) begin
        if (rst)begin
            state <= exibeSeqLeds;
            external_counter <= 4'h0;
            btn_counter <= 4'h0;
        end
        else begin
            state <= next_state;
        end
    end 
    always @(*) begin
        case (state)
            exibeSeqLeds: begin
                next_state <= esperarBtn;
            end
            esperarBtn: begin
                next_state <= compararBtn;
            end
            compararBtn: begin
                if (~match) 
                    next_state <= gameOver;
                else 
                    next_state <= verificarSeqFim;
            end
            verificarSeqFim: begin
                if (game_end) 
                    next_state <= gameWin;
                else if (seq_end) 
                    next_state <= exibeSeqLeds;
                else 
                    next_state <= esperarBtn;
            end
            gameWin: begin
                next_state <= intermediario8;
            end
            gameOver: begin
                next_state <= intermediario8;
            end
            intermediario8: begin
                if (rst) 
                    next_state <= exibeSeqLeds;
            end
        endcase
    end
    exibeSeq exibe(
        .display(display), 
        .seq(seq), 
        .clk(clk), 
        .externalCounter(external_counter)
    );
    button_press_detector detector(
        .rst(rst), 
        .button1(botoes[0]), 
        .button2(botoes[1]), 
        .button3(botoes[2]), 
        .button_id(button_id), 
        .button_pressed(button_pressed)
    );
    compare_button compara_btn(
        .button_id(button_id), 
        .seq(seq), 
        .count(btn_counter), 
        .button_pressed(button_pressed), 
        .rst(rst), 
        .match(match)
    );
    check_sequentially_is_over seq_acabou(
        .count(external_counter), 
        .game_end(game_end)
    );
    check_button_sequentially btn_acabou(
        .count(btn_counter), 
        .current_value(external_counter), 
        .seq_end(seq_end)
    );
endmodule
module main(
    input clk, 
    input rst,
    input [2:0] botoes,  
    output [6:0] display
);
finite_state_machine fsm(.clk(clk), .rst(rst), 
                         .display(display), .botoes(botoes));
endmodule
==> flow/run.sh <==
#!/bin/bash
# OpenROAD 26Q1-2900-gdf79404cd8, Yosys 0.63+post, stock flow scripts
make -C /OpenROAD-flow-scripts/flow DESIGN_CONFIG=/design/flow/config.mk WORK_HOME=/design/flow/orfs finish
==> flow/config.mk <==
export PLATFORM = sky130hd
export DESIGN_NAME = counter_4bits
export DESIGN_NICKNAME = counter_4bits
export VERILOG_FILES = /design/flow/design.v
export SDC_FILE = /design/flow/constraint.sdc
export NUM_CORES = 4
export LEC_CHECK = 1
export CORE_AREA = 10 10 70 70
export DIE_AREA = 0 0 80 80
==> flow/constraint.sdc <==
current_design counter_4bits

set clk_period 1.8
set clk_io_pct 0.2

create_clock -name clk0 -period $clk_period [get_ports {clk}]

set non_clock_inputs [all_inputs -no_clocks]
set_input_delay [expr $clk_period * $clk_io_pct] -clock clk0 $non_clock_inputs
set_output_delay [expr $clk_period * $clk_io_pct] -clock clk0 [all_outputs]
==> Changelog: implementation <==
### Physical design

- Peak VDD IR: 92.1 uV
- Layout cell share with drive strength beyond 1: 13.8%
- Syn. warnings: 1
- Unrepaired setup endpoints after global routing: false
- CP Capture Type: output port
- Max Buffers Root-to-Sink: 2
- All-Layer GR Usage: 1.67%
- Max FFs per register: 4
- FP Util: 5.16%
- Chip area: approximately 6400 um^2
- Biggest regs: count x4
- Yosys Instances: 20
- Crit path DRT: 1.44 ns
- Area growth syn-to-layout: 79.4%
- Most frequent cells in the layout: 6 x clkdlybuf4s50_1, 4 x dfxtp_1, 3 x a21oi_1, 3 x clkbuf_4, 2 x nor2_1
- Grt total ovfl: 0
- Worst Path Arrival: 1.14 ns
- Area leader, netlist: dfxtp_1
- Cells after Synth: 20
- Root Driver: clkbuf_4
- First-pass GRT wire length: 821 um
- Reg with most FFs: count
- Gp weighted congestion: 0.744
- Wire per inst: between 6 and 7 um
- Crit path time final: 1.50 ns
- Biggest area cells: dfxtp_1 45%, a21oi_1 8.5%, ha_1 7.1%
- Residual DRC: 0
- Top fanout value on the critical path: 6
- Worst-Margin Slew: between 0.15 and 0.2 ns
- Ys flops: 4
- H-tree level count: 1
- Total chip power: about 230 uW
- Antenna violations before repair: 0
- # port buffers: 6
- Max_slew headroom: 87.4%
- Status: finished, final reports clean
- Core Footprint: 3420 um^2
- Detailed-route via count: about 180
- Router iterations before antenna repair: 4
- Largest net degree at the start of global routing: 7
- Synthesis area per yosys: 176 um^2
- Cell Rows: 21
- Number of max-cap violations: 0
- Initial DRC Count: 1
- Hold crit path type: register to register
- Yosys top cell area share: 45.4%
- Final worst path period share: 83.3%
- Top cell excl fill/tap: clkdlybuf4s50_1
- Setup Total Neg Slack: 0 ns
- Post-Syn Area: 176 um^2
- Fin. max-slew vios: 0
- Antenna diode count: 0
- Synthesized area per cell: between 8 and 9 um^2
- Chip Width: 80 um
- Post-CTS Resized: 0
- CP top delay family: buffers and inverters
- IO Pins: 7
- Hold-fix buffers, CTS: 0
- CP max stage delay: around 0.51 ns
- Vias per inst: between 2 and 2.5
- Seq share, synth: 45.4%
- Critical path startpoint category: register
- Latency at later pin: 0.23 ns
- Cell Pwr Density: 724 nW/um^2
- CTS sink cnt: 4
- Post-CTS Setup Inserts: 0
- Cell Type Count: 14
- Pleak: 0.000107 uW
- # setup viols final: 0
- Tool warning count: 25
- Number of global-route vias before repair: 169
- Post-DRT Antenna Nets: 0
- Worst Path Buf+Inv: 1
- Hold Fails Final Rpt: 0
- CTS Buf Count: 3
- Flop2flop setup slack: 0.81 ns
- DIE HEIGHT: 80 um
- Critical path class: register to output port
- Setup Skew: 0.00101 ns
- CP cell instances: clkdlybuf4s50_1
- Max Clk Rate: 667 MHz
- CTS tree: built
- Clock Pin Slew Worst Setup and Hold Paths: 0.03 ns
- Critical-path top delay cell: clkdlybuf4s50_1
- Final wirelength: approximately 500 um
[layer usage]
| metal | vias to the layer above | GRT usage (%) | wire, um |
|---|---|---|---|
| met5 | - | 0 | 0 |
| met4 | 0 | 1.06 | 17 |
| met3 | 2 | 1.14 | 36 |
| met2 | 4 | 2.49 | 266 |
| met1 | 81 | 1.66 | 177 |
| li1 | 92 | - | - |
[cell usage after synthesis]
master   number
and2_1        1
inv_2         1
mux2_1        1
a21oi_1       3
o21ai_0       1
a31oi_1       1
nand2_1       1
nor2b_1       1
nor2_1        2
nand3_1       1
a41oi_1       1
ha_1          1
dfxtp_1       4
nor3_1        1
[stage by stage]
stage                     setup WS (ns)  utilization (%)  instance area, um^2  std cells  hold slack [ns]
after floorplan                   0.847                -                  176         20            0.429
after global placement            0.218             8.61                  294         72            0.536
after detailed placement          0.203             8.61                  294         72            0.547
after CTS                         0.263             9.27                  317         75            0.551
after global routing              0.229             9.27                  317         75            0.591
final                             0.300             9.27                  317         75            0.549
[area by class of cell]
| cell class | count | area, um^2 |
|---|---|---|
| clock buffer | 3 | 22.5 |
| fill | 404 | 3100 |
| inverter | 1 | 3.75 |
| multi-input combinational | 15 | 92.6 |
| sequential | 4 | 80.1 |
| tap | 46 | 57.6 |
| timing repair buffer | 6 | 60.1 |
[cells by family (layout without fill, tap and decap cells)]
group | count (synthesis) | count (layout) | share of synthesized area, %
DFF | 4 | 4 | 45.4
buffers and inverters | 1 | 10 | 2.13
and+or+nand+nor | 7 | 7 | 19.1
AOI/OAI and AO/OA | 6 | 6 | 19.9
muxes | 1 | 1 | 6.38
adders and majority gates | 1 | 1 | 7.09
[worst paths after layout]
| check | from | end | depth (start not counted) |
|---|---|---|---|
| max | count[1] | count[1] | 1 |
| min | count[1] | count[1] | 2 |
| max reg2reg | count[2] | count[0] | 2 |
| min reg2reg | count[1] | count[1] | 2 |
[report_power, final]
| part | leakage [uW] | internal (uW) | switching (uW) |
|---|---|---|---|
| registers | 0.0000326 | 93.6 | 5.46 |
| logic | 0.0000609 | 16.4 | 9.04 |
| clock network | 0.0000138 | 74.1 | 30.7 |
Power figures rest on the tool's default switching activity, not on a simulated workload.
